===== ./design.v =====
module Mezcladora (
    input Clk, Reset,
    input IN, TOK, P1, P2,
    output V1, V2, V3, M, T, S, B);
reg [2:0] EstPres, ProxEst;     
parameter a = 3'b000;
parameter b = 3'b001;
parameter c = 3'b010;
parameter d = 3'b011;
parameter e = 3'b100;
always @(posedge Clk, posedge Reset) 
    if (Reset) EstPres <= a;
    else       EstPres <= ProxEst;
always @(*)
    case (EstPres)
        a:  if (IN) ProxEst = b;
            else    ProxEst = a;
        b:  if (P1) ProxEst = c;
            else    ProxEst = b;
        c:  if (TOK) ProxEst = d;
            else     ProxEst = c;
        d:  if (TOK) ProxEst = e;
            else     ProxEst = d;
        e:  case ({P1, P2})
                2'b00: ProxEst = a;  
                2'b01: ProxEst = e;  
                2'b10: ProxEst = e;  
                2'b11: ProxEst = e;  
            endcase
    endcase   
assign V1 = (EstPres == b) ;
assign V2 = (EstPres == b) | (EstPres == c);
assign V3 = (EstPres == c & TOK & ~Clk) | (EstPres == d);
assign M = (EstPres == c) | (EstPres == d);
assign T = (EstPres == d);
assign T = ~(EstPres == c);
assign S = (EstPres == c) | (EstPres == d);
assign B = (EstPres == e & P1) | (EstPres == e & !P1 & P2);
endmodule

===== ./run.sh =====
#!/bin/bash
# OpenROAD 26Q1-2900-gdf79404cd8, Yosys 0.63+post, stock flow scripts
make -C /OpenROAD-flow-scripts/flow DESIGN_CONFIG=/design/flow/config.mk WORK_HOME=/design/flow/orfs finish

===== ./config.mk =====
export PLATFORM = sky130hd
export DESIGN_NAME = Mezcladora
export DESIGN_NICKNAME = Mezcladora
export VERILOG_FILES = /design/flow/design.v
export SDC_FILE = /design/flow/constraint.sdc
export NUM_CORES = 4
export LEC_CHECK = 1
export CORE_AREA = 10 10 70 70
export DIE_AREA = 0 0 80 80

===== ./constraint.sdc =====
current_design Mezcladora

set clk_period 2.5
set clk_io_pct 0.2

create_clock -name clk0 -period $clk_period [get_ports {Clk}]

set non_clock_inputs [all_inputs -no_clocks]
set_input_delay [expr $clk_period * $clk_io_pct] -clock clk0 $non_clock_inputs
set_output_delay [expr $clk_period * $clk_io_pct] -clock clk0 [all_outputs]

==> results_dict.tcl <==
# implementation run metrics
set metrics [dict create \
    cp_max_fo 2 \
    hpwl_um 489 \
    antenna_found_initial 0 \
    synthesis.area_um2 249 \
    clkTransAtPathRegs_ns 0.04 \
    edf_count 0 \
    rsz0062_at_grt "false" \
    power.density_nw_per_um2 558 \
    setup_ws_ns 0.218 \
    required_ns 2.00 \
    warnings 28 \
    dr.pass1.iters 2 \
    holdWs_ns 0.329 \
    dr_total_vias 201 \
    syn_area_per_cell_um2 9.96 \
    ys.flops 6 \
    dieHeight_um 80 \
    hold_buffers 0 \
    unclocked_pins 3 \
    drive_above_1_share_pct 26.8 \
    die_area_um2 6400 \
    untimed_endpoints 3 \
    vias_per_cell 2.31 \
    antennaDiodeCount 0 \
    final_common_cell "clkdlybuf4s50_1" \
    hold_viol 0 \
    ff2ff_path_depth 3 \
    ant_nets 0 \
    place_congestion 0.709 \
    preCtsSetupSlack_ns 0.121 \
    gr-total-overflow 0 \
    async_flop_share_pct 50.0 \
    core_um2 3420 \
    irDropWorstVdd_mv 0.260 \
    layout.cells.non_filler 87 \
    start_kind "clock port" \
    fp_util_pct 7.29 \
    mostFrequentLayoutCells "7 x clkdlybuf4s50_1, 6 x clkbuf_4, 5 x conb_1, 3 x dfrtp_1, 3 x dlxtn_1" \
    cap_viol_max_count 0 \
    yosys_cells 25 \
    ys_sh_xor_pct 0 \
    mux_share_pct 0 \
    setup_tns_ns 0 \
    hold_path_class "input port to async pin" \
    port_buffers 9 \
    grt_usage_pct 2.28 \
    cts_tree "built" \
    drc 0 \
    slew_violations 0 \
    grt_max_degree 6 \
    crit_arrival_ns 1.78 \
    simple_gate_area_share_pct 23.1 \
    dp_cells 80 \
    crit_type "clock port to output pin" \
    p_leak_uw 0.000208 \
    fin_util_pct 12.6 \
    ys_types 17 \
    yosys_area_um2 249 \
    flop_cell "dlxtn_1" \
    outcome "finished clean" \
    ys_sh_aoi_pct 10.6 \
    first_global_vias 259 \
    adder_share_pct 0 \
    crit_path_end_kind "output pin" \
    setup_viol 0 \
    ios 13 \
    wire_per_inst_um 7.69 \
    logic_family "simple AND/OR/NAND/NOR gates" \
    die_x_um 80 \
    finalWirelength_um 669 \
    grt_pass1_wl_mm 1.12 \
    syn_inst 25 \
    ys.warnings.count 2 \
    area_growth_pct 73.4 \
    rows 21 \
    postCtsSetupBuffers 0 \
    drt_iter0_drc 3 \
]
[timing repair]
action	4_1_cts	5_1_grt
setup endpoints to repair	1	1
hold endpoints to repair	0	0
resized	1	1
pin swaps	0	1
[where the power goes]
part	total, uW	switching (uW)	internal [uW]
registers	54.9	1.34	53.6
logic	20.1	7.75	12.3
clock network	166	44.6	121
[metrics by stage]
stage	instance area, um^2	power (uW)
after floorplan	260	69.9
after global placement	382	88.5
after detailed placement	382	89.2
after CTS	429	250
after global routing	432	271
final	432	241
[path summary, 6_finish.rpt]
check / endpoint / slack [ns] / from
setup reg to reg: EstPres[2] / 1.23 / EstPres[1]
setup / recovery: V3 / 0.22 / Clk
min in group clk0: V3 / 0.99 / Clk
hold / removal: EstPres[2] / 0.33 / Reset
max in group asynchronous: EstPres[1] / 2.04 / Reset
[cell families after synthesis]
| logic type | count (synthesis) |
|---|---|
| flops | 3 |
| simple gates | 7 |
| other cells | 2 |
| buf+inv | 6 |
| compound gates | 4 |
| latches | 3 |
[area by class of cell]
class	instances	area, um^2
Clock buffer	8	57.6
Timing Repair Buffer	8	82.6
Fill cell	402	2980
Multi-Input combinational cell	16	103
Inverter	3	11.3
Sequential cell	6	120
Tap cell	46	57.6
[per-layer routing]
layer | vias to the layer above | GRT usage [%] | wire [um]
met1 | 84 | 2.55 | 319
li1 | 99 | - | -
met4 | 0 | 1.76 | 22
met3 | 4 | 2.27 | 100
met5 | - | 0 | 0
met2 | 14 | 2.41 | 227
[critical path: stages]
cell and delay (ns):
clkbuf_4 0.11, clkbuf_4 0.12, o21ai_2 0.09, dlygate4sd2_1 0.21
[registers in the layout, indices dropped and copies added (netlist names)]
name,count
EstPres,3
ProxEst,3
[synthesized netlist by cell type, types with 2 or more instances]
cell	instances	area (um^2)
dfrtp_1	3	75.1
dlxtn_1	3	45.0
a21oi_1	2	10.0
buf_4	2	15.0
conb_1	2	7.51
inv_1	2	7.51
No activity file was given, so power comes from the tool's default toggle rates.
